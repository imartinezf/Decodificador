===== design/flow/run.sh =====
#!/bin/bash
# OpenROAD 26Q1-2900-gdf79404cd8, Yosys 0.63+post, stock flow scripts
make -C /OpenROAD-flow-scripts/flow DESIGN_CONFIG=/design/flow/config.mk WORK_HOME=/design/flow/orfs finish

===== design/flow/config.mk =====
export PLATFORM = sky130hd
export DESIGN_NAME = Segmentos
export DESIGN_NICKNAME = Segmentos
export VERILOG_FILES = /design/flow/design.v
export SDC_FILE = /design/flow/constraint.sdc
export NUM_CORES = 4
export LEC_CHECK = 1
export CORE_AREA = 10 10 70 70
export DIE_AREA = 0 0 80 80

===== design/flow/constraint.sdc =====
current_design Segmentos

set clk_period 1.0
set clk_io_pct 0.2

create_clock -name clk0 -period $clk_period [get_ports {clk}]

set non_clock_inputs [all_inputs -no_clocks]
set_input_delay [expr $clk_period * $clk_io_pct] -clock clk0 $non_clock_inputs
set_output_delay [expr $clk_period * $clk_io_pct] -clock clk0 [all_outputs]

===== design/flow/design.v =====
module Segmentos
#(
	parameter WORD_LENGTH = 4
)
(	 
	input clk,
	input [WORD_LENGTH - 1 : 0] data_bin,
	output [6:0] segmentos
);
	reg [6:0] segmentos_dato;
always@(posedge clk) 
	begin
		case(data_bin) 	             
			4'b0000: segmentos_dato = 7'b1000000;  
			4'b0001: segmentos_dato = 7'b1111001;  
			4'b0010: segmentos_dato = 7'b0100100;  
			4'b0011: segmentos_dato = 7'b0110000;  
			4'b0100: segmentos_dato = 7'b0011001;  
			4'b0101: segmentos_dato = 7'b0010010;  
			4'b0110: segmentos_dato = 7'b0000010;  
			4'b0111: segmentos_dato = 7'b1111000;  
			4'b1000: segmentos_dato = 7'b0000000;  
			4'b1001: segmentos_dato = 7'b0011000;  
			default: segmentos_dato = 7'b1000000;  
		endcase 
	end
assign segmentos = segmentos_dato;
endmodule

==> job_summary.md <==
## PnR job results

| Metric | Value |
|---|---|
| Total length of routed wires | `728 um` |
| Cell row count | `21` |
| Most used flip-flop cell | `sky130_fd_sc_hd__dfxtp_1` |
| Cells taking the most area after synthesis | `sky130_fd_sc_hd__dfxtp_1 44%, sky130_fd_sc_hd__ha_1 19%, sky130_fd_sc_hd__nand2b_4 4.3%, sky130_fd_sc_hd__buf_6 3.5%, sky130_fd_sc_hd__inv_1 3.5%` |
| Data required, critical path | `0.80 ns` |
| Worst Tran Pin Value | `0.311 ns` |
| Synthesis-to-layout area growth | `68.9%` |
| Sequential share of power | `0.461` |
| Pwr/cell area | `1220 mW/mm2` |
| Count of different cell masters after synthesis | `17` |
| Kind of end point of the critical path | `primary output` |
| Peak supply drop | `0.245 mV` |
| Clock sink total | `7` |
| Pin count of the biggest net entering global routing | `9` |
| Final routed wire length divided by cell count | `7.66 um` |
| Count of buffers inserted at the top-level ports | `11` |
| Result of the run | `finished clean` |
| Yosys top cell by instances | `sky130_fd_sc_hd__dfxtp_1` |
| RSZ-0062 raised after global routing | `no` |
| Number of logged tool warnings | `29` |
| Filler Cell Count | `392` |
| Num CTS Buffers | `3` |
| Clock network fraction of total power | `0.373` |
| Mean number of vias per cell | `2.64` |
| Chip footprint | `0.00640 mm2` |
| Number of global-route vias before repair | `250` |
| NetSw | `0.142 mW` |
| Share of flip-flops with an asynchronous set or reset | `0` |
| Cell with the largest stage delay on the worst path | `sky130_fd_sc_hd__dfxtp_1` |
| ANT cells | `0` |
| Peak fanout along the critical path | `1` |
| Gpl congestion | `0.743` |
| Maximum clock frequency | `1030 MHz` |
| Initial core utilization | `0.0941` |
| Cell area after layout | `543 um2` |
| Routed length on met2 | `322 um` |
| I/O pins | `12` |
| Combined flip-flop and latch cell area | `144 um2` |
| Count of nets left with antenna violations after detail routing | `0` |
| Worst endpoint data arrival time | `0.77 ns` |
| Final number of setup-violating endpoints | `0` |
| Net switching fraction of the power | `0.215` |
| Path category of the worst min-delay check | `in2reg` |
| Total met3 wirelength after detailed routing | `7 um` |
| Placed wire-length estimate after detailed placement | `643 um` |
| Cell count after synthesis | `30` |
| Worst path top cell family by delay | `flip-flops` |
| Critical path cell sequence | `dlygate4sd2_1` |
| Top-area cell type share of the netlist area | `0.436` |
| Combinational fraction of design power | `0.167` |
| Buf+Inv Stages, Crit Path | `1` |
| GRT Resource Usage Total | `0.0209` |
| Vertical die dimension | `80 um` |
| Final critical-path share of the clock period | `0.970` |
| Cell Count, Final, Fillers Out | `95` |
| H-tree levels | `1` |
| Yosys warning tally | `1` |
| Register share after synthesis | `0.436` |
| Initial antenna violation count | `0` |
| Root Buffer | `sky130_fd_sc_hd__clkbuf_4` |
| Slowest cell delay on critical path | `0.29 ns` |
| Remaining routing DRC violations | `0` |
| Reported leakage power | `0.249 nW` |
| Total vias in the final route | `251` |
| Type of the setup path with the least slack | `reg2out` |
| Period minus WS final | `0.970 ns` |
| Clock tree from TritonCTS | `done` |
| Flip-flop count of the largest register after layout | `7` |
| Mean instance size in the synthesized netlist | `10.7 um2` |
| Netlist area before placement | `322 um2` |
| Initial DRC count | `2` |
| Buffer levels on the longest clock path | `2` |
| Design Power | `0.660 mW` |
| Total count of max-transition violations in the final report | `0` |
| Die span in x | `80 um` |
| Clock transition time at the flip-flop clock pins of the worst setup and hold paths | `0.05 ns` |
| Leading post-synthesis cells by instance count | `7 x sky130_fd_sc_hd__dfxtp_1, 5 x sky130_fd_sc_hd__ha_1, 3 x sky130_fd_sc_hd__inv_1` |
| Relative max-transition margin | `0.793` |
| Met1 Wirelength | `377 um` |
| Post-Place Cell Area | `515 um2` |
| Global-route wire length before repair | `1080 um` |
| Max-cap check violation count | `0` |
| Dominant cell type by area after synthesis | `sky130_fd_sc_hd__dfxtp_1` |
| Top routing layer used | `met4` |
| EDFF count, synth | `0` |
| Number of setup buffers added after CTS | `0` |
| Grt total ovfl | `0` |
| Yosys-reported design area after synthesis | `322 um2` |
| Hold violation count in the final report | `0` |
| Cell-internal power | `0.518 mW` |
| Cell count in the Yosys report | `30` |
| Footprint of the multi-input gates | `159 um2` |
| Startpoint Class | `register` |
| Core Footprint | `0.00342 mm2` |
| Fraction of final layout cells with drive strength greater than 1 | `0.286` |
| First drt pass iteration count | `3` |
| Total instance count after detailed placement | `91` |
| Number of synthesized register bits | `7` |
-- path summary, 6_finish.rpt --
kind / startpoint / end / depth (start not counted)
setup / recovery: segmentos_dato[5]$_SDFF_PP0_ / segmentos[5] / 1
hold / removal: data_bin[3] / segmentos_dato[0]$_SDFF_PP0_ / 2
-- routing by layer --
layer	vias up	global-route usage
met2	8	0.0313
met3	2	0.00227
li1	137	-
met4	0	0.0123
met1	104	0.0282
met5	-	0
-- cells in the final DEF, fill, tap and decap left out --
cell type                         netlist  final
sky130_fd_sc_hd__nor2_1                 1      1
sky130_fd_sc_hd__xnor2_1                1      1
sky130_fd_sc_hd__nand2_1                2      2
sky130_fd_sc_hd__nor4_1                 1      1
sky130_fd_sc_hd__a21oi_1                1      1
sky130_fd_sc_hd__dlymetal6s2s_1         0      1
sky130_fd_sc_hd__o22a_1                 1      1
sky130_fd_sc_hd__mux2i_1                1      1
sky130_fd_sc_hd__clkbuf_1               0      1
sky130_fd_sc_hd__or2_1                  1      1
sky130_fd_sc_hd__dfxtp_2                0      3
sky130_fd_sc_hd__o22ai_1                1      1
sky130_fd_sc_hd__a21oi_2                1      1
sky130_fd_sc_hd__clkdlybuf4s15_1        0      6
sky130_fd_sc_hd__nand2b_1               1      1
sky130_fd_sc_hd__o21ai_0                1      1
sky130_fd_sc_hd__nand2b_4               1      1
sky130_fd_sc_hd__dfxtp_1                7      4
sky130_fd_sc_hd__ha_1                   5      5
sky130_fd_sc_hd__dlygate4sd2_1          0      4
sky130_fd_sc_hd__buf_4                  0      5
sky130_fd_sc_hd__clkbuf_4               0      3
sky130_fd_sc_hd__inv_1                  3      2
sky130_fd_sc_hd__inv_2                  0      1
-- layout make-up --
type                            instances  share of cell area
Tap cell                               46               0.106
Multi-Input combinational cell         19               0.293
Clock buffer                            4              0.0484
Inverter                                3              0.0207
Sequential cell                         7               0.265
Timing Repair Buffer                   16               0.267
-- power groups by stage --
| stage | combinational [mW] | sequential [mW] | clock (mW) |
|---|---|---|---|
| after CTS | 0.110 | 0.303 | 0.258 |
| after global routing | 0.123 | 0.305 | 0.278 |
| final | 0.110 | 0.304 | 0.246 |
-- logic make-up (layout without fill, tap and decap cells) --
group,Yosys count,count (layout),synth area share
buffers and inverters,4,23,0.0700
AND/OR/NAND/NOR,7,7,0.136
XOR/XNOR,1,1,0.0272
multiplexers,1,1,0.0311
flip-flops,7,7,0.436
adder cells (fa/ha/maj),5,5,0.195
AND-OR/OR-AND,5,5,0.105
-- through the flow --
stage	hold slack [ns]	util	TNS [ns]	setup WS (ns)
floorplan	0.276	-	0	0.189
global placement	0.888	0.151	-2.18	-0.357
detailed placement	0.891	0.151	-2.26	-0.385
CTS	0.414	0.155	0	0.00809
global route	0.315	0.159	0	0.00389
finish	0.284	0.159	0	0.0302
-- timing repair --
| item | CTS | global route |
|---|---|---|
| endpoints found under the setup margin | 13 | 8 |
| hold buffers | 0 | 0 |
| pin swaps | 0 | 0 |
| gates cloned | 0 | 0 |
| gates resized | 11 | 10 |
Power is estimated from default activity; no workload was simulated.
